**design/flow/config.mk**
```make
export PLATFORM = sky130hd
export DESIGN_NAME = xc_rf_fwd_3
export DESIGN_NICKNAME = xc_rf_fwd_3
export VERILOG_FILES = /design/flow/design.v
export SDC_FILE = /design/flow/constraint.sdc
export NUM_CORES = 4
export LEC_CHECK = 1
export CORE_UTILIZATION = 30
```
**design/flow/constraint.sdc**
```tcl
current_design xc_rf_fwd_3

set clk_period 13.1
set clk_io_pct 0.2

create_clock -name clk0 -period $clk_period [get_ports {clock}]

set non_clock_inputs [all_inputs -no_clocks]
set_input_delay [expr $clk_period * $clk_io_pct] -clock clk0 $non_clock_inputs
set_output_delay [expr $clk_period * $clk_io_pct] -clock clk0 [all_outputs]
```
**design/flow/design.v**
```verilog
module xc_rf_3 (
input  wire        clock      ,
input  wire        resetn     ,
input  wire [ 4:0] rs1_addr   ,
output wire [31:0] rs1_rdata  ,
input  wire [ 4:0] rs2_addr   ,
output wire [31:0] rs2_rdata  ,
input  wire [ 4:0] rs3_addr   ,
output wire [31:0] rs3_rdata  ,
input  wire        rd_wen     ,
input  wire        rd_wide    ,
input  wire [ 4:0] rd_addr    ,
input  wire [31:0] rd_wdata   ,
input  wire [31:0] rd_wdata_hi 
);
reg [31:0] gprs_even [15:0];
reg [31:0] gprs_odd  [15:0];
assign rs1_rdata = rs1_addr[0] ? gprs_even[rs1_addr[4:1]] : gprs_odd[rs1_addr[4:1]];
assign rs2_rdata = rs2_addr[0] ? gprs_even[rs2_addr[4:1]] : gprs_odd[rs2_addr[4:1]];
assign rs3_rdata = rs3_addr[0] ? gprs_even[rs3_addr[4:1]] : gprs_odd[rs3_addr[4:1]];
wire        rd_odd       =  rd_addr[0];
wire        rd_even      = !rd_addr[0];
wire [ 3:0] rd_top       =  rd_addr[4:1];
wire        rd_wen_even  = rd_even && rd_wen;
wire        rd_wen_odd   = (rd_odd || rd_wide) && rd_wen;
wire [31:0] rd_wdata_odd = rd_wide ? rd_wdata_hi : rd_wdata;
genvar i = 0;
generate for(i = 0; i < 16; i = i+1) begin
    if(i == 0) begin
        always @(*) gprs_even[i] = 0;
        always @(posedge clock) if(rd_wen_odd && rd_top == i) begin
            gprs_odd[i] <= rd_wdata_odd;
        end
    end else begin
        always @(posedge clock) if(rd_wen_even && rd_top == i) begin
            gprs_even[i] <= rd_wdata;
        end
        always @(posedge clock) if(rd_wen_odd && rd_top == i) begin
            gprs_odd[i] <= rd_wdata_odd;
        end
    end
end endgenerate
endmodule
module xc_rf_fwd_3 (
input  wire        clock        ,
input  wire        resetn       ,
input  wire [ 4:0] rs1_addr     ,
output wire [31:0] rs1_rdata    ,
input  wire [ 4:0] rs2_addr     ,
output wire [31:0] rs2_rdata    ,
input  wire [ 4:0] rs3_addr     ,
output wire [31:0] rs3_rdata    ,
input  wire        fwd_0_wen    ,
input  wire        fwd_0_wide   ,
input  wire [ 4:0] fwd_0_addr   ,
input  wire [31:0] fwd_0_wdata  ,
input  wire [31:0] fwd_0_wdata_hi,
input  wire        fwd_1_wen    ,
input  wire        fwd_1_wide   ,
input  wire [ 4:0] fwd_1_addr   ,
input  wire [31:0] fwd_1_wdata  , 
input  wire [31:0] fwd_1_wdata_hi,
input  wire        rd_wen       ,
input  wire        rd_wide      ,
input  wire [ 4:0] rd_addr      ,
input  wire [31:0] rd_wdata     ,
input  wire [31:0] rd_wdata_hi   
);
wire [31:0] gpr_rs1_rdata  ;
wire [31:0] gpr_rs2_rdata  ;
wire [31:0] gpr_rs3_rdata  ;
wire [31:0] fwd_0_d = fwd_0_wide && fwd_0_addr[0] ? fwd_0_wdata_hi : fwd_0_wdata;
wire [31:0] fwd_1_d = fwd_1_wide && fwd_1_addr[0] ? fwd_1_wdata_hi : fwd_1_wdata;
wire [31:0] fwd_gpr = rd_wide    && rd_addr   [0] ? rd_wdata_hi    : rd_wdata   ;
wire    fwd_rs1_0 = rs1_addr[4:1] == fwd_0_addr[4:1] && |rs1_addr;
wire    fwd_rs2_0 = rs2_addr[4:1] == fwd_0_addr[4:1] && |rs2_addr;
wire    fwd_rs3_0 = rs3_addr[4:1] == fwd_0_addr[4:1] && |rs3_addr;
wire    fwd_rs1_1 = rs1_addr[4:1] == fwd_1_addr[4:1] && |rs1_addr;
wire    fwd_rs2_1 = rs2_addr[4:1] == fwd_1_addr[4:1] && |rs2_addr;
wire    fwd_rs3_1 = rs3_addr[4:1] == fwd_1_addr[4:1] && |rs3_addr;
wire    fwd_rs1_g = rs1_addr == rd_addr    && |rs1_addr;
wire    fwd_rs2_g = rs2_addr == rd_addr    && |rs2_addr;
wire    fwd_rs3_g = rs3_addr == rd_addr    && |rs3_addr;
assign rs1_rdata = fwd_rs1_0 ? fwd_0_d          :
                   fwd_rs1_1 ? fwd_1_d          :
                   fwd_rs1_g ? fwd_gpr          :
                               gpr_rs1_rdata    ;
assign rs2_rdata = fwd_rs2_0 ? fwd_0_d          :
                   fwd_rs2_1 ? fwd_1_d          :
                   fwd_rs2_g ? fwd_gpr          :
                               gpr_rs2_rdata    ;
assign rs3_rdata = fwd_rs3_0 ? fwd_0_d          :
                   fwd_rs3_1 ? fwd_1_d          :
                   fwd_rs3_g ? fwd_gpr          :
                               gpr_rs3_rdata    ;
xc_rf_3 i_xc_rf_3(
.clock      (clock          ),
.resetn     (resetn         ),
.rs1_addr   (rs1_addr       ),
.rs1_rdata  (gpr_rs1_rdata  ),
.rs2_addr   (rs2_addr       ),
.rs2_rdata  (gpr_rs2_rdata  ),
.rs3_addr   (rs3_addr       ),
.rs3_rdata  (gpr_rs3_rdata  ),
.rd_wen     (rd_wen         ),
.rd_wide    (rd_wide        ),
.rd_addr    (rd_addr        ),
.rd_wdata   (rd_wdata       ),
.rd_wdata_hi(rd_wdata_hi    )
);
endmodule
```
**design/flow/run.sh**
```bash
#!/bin/bash
# OpenROAD 26Q1-2900-gdf79404cd8, Yosys 0.63+post, stock flow scripts
make -C /OpenROAD-flow-scripts/flow DESIGN_CONFIG=/design/flow/config.mk WORK_HOME=/design/flow/orfs finish
```
==> flow_metrics.env <==
# implementation run metrics
export IMPL_status="finished, final reports clean"
export IMPL_die_area_um2=199000
export IMPL_yosys_stat_seqShare_pct=50.36
export IMPL_avgSynthCellArea_um2=11.12
export IMPL_fp_dieW_um=446.1
export IMPL_core_um2=195400
export IMPL_yosys_area_share_aoi_pct=25.26
export IMPL_place_area_um2=68780
export IMPL_wl_mm=621.8
export IMPL_cp_num_buf_inv=6
export IMPL_numSynthFlops=992
export IMPL_clock_sinks=992
export IMPL_crit_required_ns=10.48
export IMPL_synth_distinct_cells=87
export IMPL_crit_arrival_ns=8.40
export IMPL_holdPathEnd="i_xc_rf_3.gprs_even[9][4]"
export IMPL_edf_count=992
export IMPL_area_leaders="edfxtp_1, mux2i_1, a22oi_1"
export IMPL_ys_cells=5321
export IMPL_ys_async_sr_fraction_pct=0
export IMPL_num_rows=162
export IMPL_synth_top_area_share_pct=50.36
export IMPL_synth_area_mux_share_pct=11.68
export IMPL_grt_max_degree=55
export IMPL_hpwl_mm=427.8
export IMPL_critPathMaxFanout=29
export IMPL_rsz0062_at_grt="no"
export IMPL_min_period_ns=11.02
export IMPL_netlist_area_um2=59150
export IMPL_initCoreUtil_pct=30.27
export IMPL_clock_fmax_ghz=0.09070
export IMPL_routed_via_count=71440
export IMPL_cp_num_cells=12
export IMPL_warning_count=30
export IMPL_track_usage_pct=64.95
export IMPL_hold_depth=2
export IMPL_ctsHoldBuffers=0
export IMPL_min_period_over_period_pct=84.16
export IMPL_stdcell_area_um2=73820
export IMPL_syn_inst=5321
export IMPL_slowest_delay_ns=0.78
export IMPL_num_fill_cells=19030
export IMPL_fin_setup_tns_ns=0
export IMPL_gp_congestion=1.230
export IMPL_crit_type="in2out"
export IMPL_drv_cap=0
export IMPL_crit_slowest_cell="o21ai_0"
export IMPL_power_mw=9.785
export IMPL_post_cts_setup_buffers=0
export IMPL_drive_gt1_share_pct=20.31
export IMPL_grt_overflow=0
export IMPL_wire_per_inst_um=69.62
export IMPL_synth_top_flop_cell="edfxtp_1"
export IMPL_cts_root_buf="clkbuf_16"
export IMPL_cts_buffers=131
export IMPL_min_from="rd_wdata[4]"
export IMPL_cts_resized=0
export IMPL_cts_reportedPaths_clkPinSlew_ns=0.06
export IMPL_crit_start="rs2_addr[1]"
export IMPL_io_buffers=322
export IMPL_synth_chip_area_um2=59150
export IMPL_die_y_um=446.1
export IMPL_via_per_inst=7.999
export IMPL_htreeDepth=4
export IMPL_critPathCaptureType="output port"
export IMPL_post_route_drc_count=0
export IMPL_area_growth_pct=24.79
export IMPL_crit_top_cell="buf_4"
export IMPL_ant_nets=0
export IMPL_clockBufferDepth=3
export IMPL_yosysWarnings=3
export IMPL_cts_tree="built"
export IMPL_ys_sh_adder_pct=0
export IMPL_yosys_area_top_type="edfxtp_1"
export IMPL_powerDensity_nw_per_um2=132.5
export IMPL_antenna_found_initial=144
export IMPL_hp_class="in2reg"
export IMPL_synth_xor_area_share_pct=0.5330
export IMPL_setup_viol=0
export IMPL_maxSlewHeadroom_pct=2.530
export IMPL_tightest_slew_ns=1.462
export IMPL_ir_drop_uv=111.9
export IMPL_finalMaxSlewViolations=0
export IMPL_first_iter_violations=10690
export IMPL_cp_start_kind="input port"
export IMPL_ios=326
export IMPL_drtPass1Iterations=14
export IMPL_top_logic_kind="AND-OR/OR-AND gates"
export IMPL_cpLargestDelayFamily="buffers and inverters"
export IMPL_grt_pass1_vias=65030
export IMPL_grt_first_pass_wirelength_mm=769.7
export IMPL_hold_violations=0
export IMPL_cp_cell_sequence="buf_6 -> buf_4 -> clkinv_2 -> buf_4 -> nand2_1 -> buf_4 -> o22ai_1 -> a21oi_1 -> o2111ai_1 -> o21ai_0 -> o2111ai_1 -> clkdlybuf4s50_1"
export IMPL_p_leak_nw=24.70
export IMPL_simple_gate_share_pct=7.968
cell usage in the layout (no fill, tap or decap), types with 28 or more instances in the layout:
master / synthesis / final
a211oi_1: 49 / 49
a21oi_1: 299 / 295
a221oi_1: 184 / 184
a222oi_1: 40 / 40
a22o_1: 86 / 86
a22oi_1: 423 / 423
a31oi_1: 43 / 43
a32oi_1: 51 / 51
buf_4: 38 / 595
clkbuf_1: 197 / 34
clkbuf_16: 0 / 132
clkdlybuf4s50_1: 0 / 308
diode_2: 0 / 316
edfxtp_1: 992 / 992
mux2_2: 171 / 171
mux2i_1: 434 / 434
mux4_2: 28 / 28
nand2_1: 305 / 293
nand3_1: 69 / 69
nor2_1: 411 / 344
nor2_2: 7 / 30
nor2_4: 2 / 46
nor3_1: 66 / 60
o211ai_1: 55 / 55
o21ai_0: 268 / 266
o221ai_1: 87 / 87
o22ai_1: 236 / 235
area by class of cell:
type / count / area, um^2 / share of cell area (%)
antenna: 316 / 790.8 / 1.071
clock buffer: 166 / 3431 / 4.647
clock inverter: 72 / 814.5 / 1.103
inverter: 26 / 100.1 / 0.1356
multi-input combinational: 3807 / 27680 / 37.49
sequential: 992 / 29790 / 40.35
tap: 2624 / 3283 / 4.447
timing repair buffer: 929 / 7934 / 10.75
power by group:
part	internal (mW)	total, mW	switching, mW	leakage (nW)
combinational	0.610	2.41	1.80	13.7
sequential	3.56	3.60	0.0422	8.94
clock	2.11	3.77	1.66	2.05
total	6.28	9.78	3.51	24.7
how the worst max path moves through the flow:
stage,end,slack (ns)
after CTS,rs2_rdata[9],2.66
after global routing,rs2_rdata[9],2.63
final,rs2_rdata[9],2.08
metal layers:
metal / share of wire, % / global-route usage [%] / up-vias
met5: 1.2 / 42.78 / -
met4: 12 / 59.56 / 140
li1: - / - / 23390
met3: 19 / 57.14 / 3431
met2: 37 / 76.63 / 9023
met1: 31 / 63.76 / 35460
sequential cells by signal, indices dropped and copies added (netlist names):
register	count
i_xc_rf_3.gprs_odd	512
i_xc_rf_3.gprs_even	480
stage by stage:
stage / hold slack, ns / cells / utilization (%) / worst slack [ns]
after floorplan: 2.719 / 5321 / - / 6.037
after CTS: 2.552 / 8615 / 37.37 / 2.664
after global routing: 2.588 / 8778 / 37.58 / 2.626
after global placement: 3.421 / 8377 / 35.20 / 2.677
final: 2.569 / 8932 / 37.78 / 2.075
after detailed placement: 3.429 / 8377 / 35.20 / 2.680
cell usage after synthesis (49+ instances only):
master,count
edfxtp_1,992
mux2i_1,434
a22oi_1,423
nor2_1,411
nand2_1,305
a21oi_1,299
o21ai_0,268
o22ai_1,236
buf_2,213
clkbuf_1,197
a221oi_1,184
mux2_2,171
o221ai_1,87
a22o_1,86
nand3_1,69
nor3_1,66
o211ai_1,55
a32oi_1,51
a211oi_1,49
logic make-up (layout without fill, tap and decap cells):
family,after synthesis,after routing
AOI/OAI and AO/OA,2089,2089
xor gates and xnor gates,36,36
buffers and inverters,522,1193
DFF,992,992
muxes,634,634
other,0,316
and+or+nand+nor,1048,1048
Power and IR drop assume default switching activity.
