### ./config.mk
export PLATFORM = sky130hd
export DESIGN_NAME = xc_rf_fwd_2
export DESIGN_NICKNAME = xc_rf_fwd_2
export VERILOG_FILES = /design/flow/design.v
export SDC_FILE = /design/flow/constraint.sdc
export NUM_CORES = 4
export LEC_CHECK = 1
export CORE_UTILIZATION = 30
### ./constraint.sdc
current_design xc_rf_fwd_2

set clk_period 16.8
set clk_io_pct 0.2

create_clock -name clk0 -period $clk_period [get_ports {clock}]

set non_clock_inputs [all_inputs -no_clocks]
set_input_delay [expr $clk_period * $clk_io_pct] -clock clk0 $non_clock_inputs
set_output_delay [expr $clk_period * $clk_io_pct] -clock clk0 [all_outputs]
### ./design.v
module xc_rf_2 (
input  wire        clock      ,
input  wire        resetn     ,
input  wire [ 4:0] rs1_addr   ,
output wire [31:0] rs1_rdata  ,
input  wire [ 4:0] rs2_addr   ,
output wire [31:0] rs2_rdata  ,
input  wire [ 4:0] rs3_addr   ,
output wire [31:0] rs3_rdata  ,
input  wire        rd_wen     ,
input  wire [ 4:0] rd_addr    ,
input  wire [31:0] rd_wdata    
);
reg [31:0] gprs_even [15:0];
reg [31:0] gprs_odd  [15:0];
assign rs1_rdata = rs1_addr[0] ? gprs_odd[rs1_addr[4:1]] : gprs_even[rs1_addr[4:1]];
assign rs2_rdata = rs2_addr[0] ? gprs_odd[rs2_addr[4:1]] : gprs_even[rs2_addr[4:1]];
assign rs3_rdata = rs3_addr[0] ? gprs_odd[rs3_addr[4:1]] : gprs_even[rs3_addr[4:1]];
wire        rd_odd  =  rd_addr[0];
wire        rd_even = !rd_addr[0];
wire [ 3:0] rd_top  =  rd_addr[4:1];
genvar i = 0;
generate for(i = 0; i < 16; i = i+1) begin
    if(i == 0) begin
        always @(*) gprs_even[i] = 0;
        always @(posedge clock) if(rd_odd && rd_wen && rd_top == i) begin
            gprs_odd[i] <= rd_wdata;
        end
    end else begin
        always @(posedge clock) if(rd_even && rd_wen && rd_top == i) begin
            gprs_even[i] <= rd_wdata;
        end
        always @(posedge clock) if(rd_odd && rd_wen && rd_top == i) begin
            gprs_odd[i] <= rd_wdata;
        end
    end
end endgenerate
endmodule
module xc_rf_fwd_2 (
input  wire        clock      ,
input  wire        resetn     ,
input  wire [ 4:0] rs1_addr   ,
output wire [31:0] rs1_rdata  ,
input  wire [ 4:0] rs2_addr   ,
output wire [31:0] rs2_rdata  ,
input  wire [ 4:0] rs3_addr   ,
output wire [31:0] rs3_rdata  ,
input  wire        fwd_0_wen  ,
input  wire [ 4:0] fwd_0_addr ,
input  wire [31:0] fwd_0_wdata,
input  wire        fwd_1_wen  ,
input  wire [ 4:0] fwd_1_addr ,
input  wire [31:0] fwd_1_wdata, 
input  wire        rd_wen     ,
input  wire [ 4:0] rd_addr    ,
input  wire [31:0] rd_wdata    
);
wire [31:0] gpr_rs1_rdata  ;
wire [31:0] gpr_rs2_rdata  ;
wire [31:0] gpr_rs3_rdata  ;
wire    fwd_rs1_0 = rs1_addr == fwd_0_addr && |rs1_addr;
wire    fwd_rs2_0 = rs2_addr == fwd_0_addr && |rs2_addr;
wire    fwd_rs3_0 = rs3_addr == fwd_0_addr && |rs3_addr;
wire    fwd_rs1_1 = rs1_addr == fwd_1_addr && |rs1_addr;
wire    fwd_rs2_1 = rs2_addr == fwd_1_addr && |rs2_addr;
wire    fwd_rs3_1 = rs3_addr == fwd_1_addr && |rs3_addr;
wire    fwd_rs1_g = rs1_addr == rd_addr    && |rs1_addr;
wire    fwd_rs2_g = rs2_addr == rd_addr    && |rs2_addr;
wire    fwd_rs3_g = rs3_addr == rd_addr    && |rs3_addr;
assign rs1_rdata = fwd_rs1_0 ? fwd_0_wdata      :
                   fwd_rs1_1 ? fwd_1_wdata      :
                   fwd_rs1_g ? rd_wdata         :
                               gpr_rs1_rdata    ;
assign rs2_rdata = fwd_rs2_0 ? fwd_0_wdata      :
                   fwd_rs2_1 ? fwd_1_wdata      :
                   fwd_rs2_g ? rd_wdata         :
                               gpr_rs2_rdata    ;
assign rs3_rdata = fwd_rs3_0 ? fwd_0_wdata      :
                   fwd_rs3_1 ? fwd_1_wdata      :
                   fwd_rs3_g ? rd_wdata         :
                               gpr_rs3_rdata    ;
xc_rf_2 i_xc_rf_2(
.clock      (clock          ),
.resetn     (resetn         ),
.rs1_addr   (rs1_addr       ),
.rs1_rdata  (gpr_rs1_rdata  ),
.rs2_addr   (rs2_addr       ),
.rs2_rdata  (gpr_rs2_rdata  ),
.rs3_addr   (rs3_addr       ),
.rs3_rdata  (gpr_rs3_rdata  ),
.rd_wen     (rd_wen         ),
.rd_addr    (rd_addr        ),
.rd_wdata   (rd_wdata       ) 
);
endmodule
### ./run.sh
#!/bin/bash
# OpenROAD 26Q1-2900-gdf79404cd8, Yosys 0.63+post, stock flow scripts
make -C /OpenROAD-flow-scripts/flow DESIGN_CONFIG=/design/flow/config.mk WORK_HOME=/design/flow/orfs finish
==> summary.txt <==
State of the implementation.

- The leakage power figure is between 20 and 25 nW, for reference.
- The count of mapped cells out of synthesis is a little over 5k, for reference.
- The prevailing post-synth register cell is sky130_fd_sc_hd__edfxtp_1, for reference.
- Summed over all failing endpoints, the final setup total negative slack is 0 ns.
- The period utilization is around three quarters, for reference.
- In the per-layer summary, the met1 wirelength comes to between 150,000 and 200,000 µm.
- The detailed-route via count is between 60k and 70k, for reference.
- Summing over the stages, the warning tally comes to 31.
- The maximum number of buffers from clock root to sink is 3, for reference.
- The worst-case vdd ir drop is 0.1137 mV, for reference.
- The yosys synthesis warning count is 3, for reference.
- The initial core utilization is a little under a third, for reference.
- In this run the worst setup path begins at rs1_addr[2].
- TritonCTS built the clock tree.
- Per the detail_route log, the uppermost layer with routed signals is met5.
- The non-filler instance count after layout is around 8.5k, for reference.
- Looking at the post-CTS report, the setup buffer insertion count equals 0.
- The cts-stage hold buffer count is 0, for reference.
- The number of gates given a new drive strength after cts is 0, for reference.
- The number of H-tree levels is 4, for reference.
- The kind of start point of the critical path is an input pin, for reference.
- For this run, asynchronously set or reset flops after synthesis account for 0%.
- The count of different cell masters after synthesis is between 100 and 150, for reference.
- The die width is ~450 µm, for reference.
- In this run the worst hold path is classified as input pin to flop.
- The met3 wire length is 112,700 µm, for reference.
- After detailed placement, the design holds a cell count of 8,005.
- The number of nets with antenna violations after detailed routing is 0, for reference.
- In this build the clock could be raised as far as about 0.078 GHz.
- The overall routing resource usage is 63.22%, for reference.
- The standard cell area after detailed placement is 66,900 µm², for reference.
- The overall chip area is about 200,000 µm², for reference.
- Recorded from the global router log, the overflow total was 0.
- The worst setup path is captured at an output port.
- The sum of met2 wire segment lengths after detailed routing is about 230,000 µm, for reference.
- Per the CTS log, the root buffer master is sky130_fd_sc_hd__clkbuf_16.
- The flow ran to the end, but the final reports show violations.
- After synthesis, flip-flops and latches occupy between 50% and 60% of the total area.
- The standard cell core area is slightly below 200,000 µm², for reference.
- The maximum fanout along the worst path is 21, for reference.
- The number of cells reported by Yosys stat comes to 5,113.
- At the worst endpoint, the required time is around 13 ns.
- A synthesized cell averages ~12 µm².
- Row generation in the floorplan step produced 162 rows.
- The routed design shows a wire length per standard cell of 71.03 µm.
- Per the gpl log, the routability congestion estimate is roughly 1.2.
- In this run, CTS created clock tree buffers numbering approximately 130.
- The first global-routing pass estimated 746,700 µm of wire.
- The final count of negative-setup-slack endpoints is 0, for reference.
- The initial antenna violation count is roughly 160, for reference.
- The via count of the first global-routing pass is between 60k and 70k, for reference.
- The run reported a max-capacitance violation count of 1.
- In this run the cell area of the synthesized design comes to roughly 60,000 µm².
- The critical path is of the input pin to output port type.
- The fraction of layout instances using a drive strength above 1 is ~21%, for reference.
- The finished cells cover slightly above 70,000 µm².
- The number of port buffers is about 220, for reference.
- The height of the die is 445.4 µm, for reference.
- Fill cells in the final layout number 19.03k.
- The startpoint of the tightest hold check path is rd_wdata[4], for reference.
- The post-synth count of flops with an enable pin is ~990.
- Hold is met by roughly 3.4 ns.
- From synthesis to final layout, the design area changed by 21.83%.
- The post-route minimum period is between 10 and 15 ns, for reference.
- For the pin with the worst max-slew slack, the measured transition is 1.487 ns.
- Setup repair after global routing left no endpoint under its margin.
- The initial DRC count is about 10k, for reference.
- The count of pins on the block boundary is approximately 230, for reference.
- The power density over cell area is 103.2 nW/µm², for reference.
- The pin count of the biggest net entering global routing is 53, for reference.
- The placed wire-length estimate is approximately 410,000 µm, for reference.
- The routed layout reports a DRC error count of 0.
- In this run, synthesis produced a sequential element count of between 900 and 1k.
- Data on the critical path arrives at its endpoint at about 9.4 ns.
- In the final report, the number of hold violations comes to 0.
- Clock tree synthesis found a total of approximately 990 sinks.
- The first-pass detailed-route iteration total is 10, for reference.
- The wire length reported by the detailed router is slightly above 600,000 µm, for reference.
- According to the Yosys statistics, the synthesized design has a chip area of between 50,000 and 60,000 µm².
- The count of final max-slew check failures is 0, for reference.
- The final reports fail on max-capacitance violations.
- The clock slew at the register clock pins of the worst setup and hold paths is about 0.070 ns, for reference.
- The mean number of vias per cell is roughly 8, for reference.
- Measured against its own limit, the worst slew margin works out to 0.4436%.
## synthesized netlist by cell type, drive strengths merged (30+ instances only)
master / count / area, µm²
o21ai: 230 / 1151
buf: 356 / 2171
nor3b: 30 / 327.8
edfxtp: 992 / 29790
a221oi: 193 / 1703
a22o: 142 / 1244
nor3: 41 / 231.5
o2bb2ai: 39 / 341.6
nor2b: 44 / 275.3
o221ai: 106 / 928.4
nand3: 89 / 445.4
a31oi: 44 / 275.3
nand2: 257 / 967.2
a21oi: 183 / 930.9
clkbuf: 169 / 635.6
nor2: 245 / 942.2
mux2i: 314 / 3143
a221o: 44 / 440.4
a22oi: 437 / 3281
nand2b: 44 / 275.3
a222oi: 32 / 320.3
o22ai: 183 / 1145
a32oi: 95 / 832.1
mux2: 153 / 1723
o211ai: 49 / 372.9
o22a: 37 / 324.1
a211oi: 56 / 425.4
## routing by layer
layer	track usage, %	vias up
li1	-	22530
met1	64.11	33860
met2	73.96	8189
met3	54.43	2982
met4	58.78	119
met5	33.06	-
## path summary, 6_finish.rpt
path                  cells after the start  slack, ns                        end
worst min-delay path                      2       3.38  i_xc_rf_2.gprs_even[6][4]
worst max-delay path                     13       4.01              rs1_rdata[10]
## cell usage in the layout, fill, tap and decap left out, types with 23 or more instances in the layout
| cell type | n |
|---|---|
| sky130_fd_sc_hd__clkdlybuf4s50_1 | 208 |
| sky130_fd_sc_hd__mux2_2 | 118 |
| sky130_fd_sc_hd__a21oi_1 | 178 |
| sky130_fd_sc_hd__o211ai_1 | 48 |
| sky130_fd_sc_hd__o22ai_1 | 183 |
| sky130_fd_sc_hd__clkinv_2 | 24 |
| sky130_fd_sc_hd__a221o_1 | 44 |
| sky130_fd_sc_hd__a32o_1 | 25 |
| sky130_fd_sc_hd__clkinv_1 | 28 |
| sky130_fd_sc_hd__edfxtp_1 | 992 |
| sky130_fd_sc_hd__a221oi_1 | 191 |
| sky130_fd_sc_hd__mux2_1 | 35 |
| sky130_fd_sc_hd__nor2_4 | 38 |
| sky130_fd_sc_hd__nand3_1 | 85 |
| sky130_fd_sc_hd__a22o_1 | 142 |
| sky130_fd_sc_hd__nor2_2 | 23 |
| sky130_fd_sc_hd__diode_2 | 275 |
| sky130_fd_sc_hd__nand2_1 | 247 |
| sky130_fd_sc_hd__nor2_1 | 184 |
| sky130_fd_sc_hd__o32ai_1 | 28 |
| sky130_fd_sc_hd__o21ai_1 | 47 |
| sky130_fd_sc_hd__o21ai_0 | 183 |
| sky130_fd_sc_hd__a22oi_1 | 437 |
| sky130_fd_sc_hd__buf_4 | 563 |
| sky130_fd_sc_hd__o221ai_1 | 106 |
| sky130_fd_sc_hd__clkbuf_16 | 136 |
| sky130_fd_sc_hd__o22a_1 | 37 |
| sky130_fd_sc_hd__a31oi_1 | 44 |
| sky130_fd_sc_hd__nand2b_1 | 32 |
| sky130_fd_sc_hd__a32oi_1 | 95 |
| sky130_fd_sc_hd__a211oi_1 | 54 |
| sky130_fd_sc_hd__a222oi_1 | 32 |
| sky130_fd_sc_hd__mux2i_1 | 314 |
| sky130_fd_sc_hd__o2bb2ai_1 | 39 |
| sky130_fd_sc_hd__nor3_1 | 34 |
## final cells by class
cell class	instances	area [µm²]	area share, %
Inverter	27	103.9	0.1445
Multi-Input combinational cell	3569	27120	37.73
Tap cell	2624	3283	4.568
Timing Repair Buffer	793	6609	9.196
Sequential cell	992	29790	41.45
Clock inverter	86	793.3	1.104
Clock buffer	157	3482	4.845
Antenna cell	275	688.2	0.9576
## kinds of logic after synthesis
group	synth area share [%]
mux	8.936
xor+xnor	0.5345
simple gates	8.542
compound gates	26.56
buf+inv	4.930
flops	50.50
## state kept, by name, summed over array words and instances (netlist names)
register	count
i_xc_rf_2.gprs_even	480
i_xc_rf_2.gprs_odd	512
## through the flow
step                util (%)  total power [W]  worst slack (ns)
floorplan                  -         0.003332             8.406
finish                 36.82         0.007415             4.008
global route           36.63         0.007364             4.282
detailed placement     34.27         0.004333             4.532
global placement       34.27         0.004348             4.507
CTS                    36.46         0.007222             4.535
## power by group
| part | switching [W] | leakage (nW) | internal [W] | total (W) |
|---|---|---|---|---|
| combinational | 0.00126 | 12.4 | 0.000415 | 0.00167 |
| clock | 0.00130 | 2.09 | 0.00166 | 0.00296 |
| sequential | 0.0000264 | 8.94 | 0.00276 | 0.00278 |
| total | 0.00259 | 23.4 | 0.00483 | 0.00742 |
## critical path: stages
cell and delay [ns]:
sky130_fd_sc_hd__buf_6 0.29, sky130_fd_sc_hd__buf_4 0.49, sky130_fd_sc_hd__buf_4 0.58, sky130_fd_sc_hd__buf_4 0.47, sky130_fd_sc_hd__nor2b_4 0.52, sky130_fd_sc_hd__buf_4 0.63
sky130_fd_sc_hd__a22oi_1 0.15, sky130_fd_sc_hd__o21ai_0 0.28, sky130_fd_sc_hd__a2111oi_0 0.17, sky130_fd_sc_hd__o22ai_1 1.10, sky130_fd_sc_hd__buf_4 0.34, sky130_fd_sc_hd__a2bb2oi_1 0.27
sky130_fd_sc_hd__clkdlybuf4s50_1 0.52
Power and IR drop assume default switching activity.
