`flow/run.sh`:
```
#!/bin/bash
# OpenROAD 26Q1-2900-gdf79404cd8, Yosys 0.63+post, stock flow scripts
make -C /OpenROAD-flow-scripts/flow DESIGN_CONFIG=/design/flow/config.mk WORK_HOME=/design/flow/orfs finish
```
`flow/config.mk`:
```
export PLATFORM = sky130hd
export DESIGN_NAME = xc_rf_fwd_4
export DESIGN_NICKNAME = xc_rf_fwd_4
export VERILOG_FILES = /design/flow/design.v
export SDC_FILE = /design/flow/constraint.sdc
export NUM_CORES = 4
export LEC_CHECK = 1
export CORE_UTILIZATION = 40
```
`flow/constraint.sdc`:
```
current_design xc_rf_fwd_4

set clk_period 16.3
set clk_io_pct 0.2

create_clock -name clk0 -period $clk_period [get_ports {clock}]

set non_clock_inputs [all_inputs -no_clocks]
set_input_delay [expr $clk_period * $clk_io_pct] -clock clk0 $non_clock_inputs
set_output_delay [expr $clk_period * $clk_io_pct] -clock clk0 [all_outputs]
```
`flow/design.v`:
```
module xc_rf_4 (
input  wire        clock      ,
input  wire        resetn     ,
input  wire [ 4:0] rs1_addr   ,
output wire [31:0] rs1_rdata  ,
input  wire [ 4:0] rs2_addr   ,
output wire [31:0] rs2_rdata  ,
input  wire        rd_wen     ,
input  wire        rd_wide    ,
input  wire [ 4:0] rd_addr    ,
input  wire [31:0] rd_wdata   ,
input  wire [31:0] rd_wdata_hi 
);
reg [31:0] gprs_even [15:0];
reg [31:0] gprs_odd  [15:0];
assign rs1_rdata = rs1_addr[0] ? gprs_odd[rs1_addr[4:1]] : gprs_even[rs1_addr[4:1]];
assign rs2_rdata = rs2_addr[0] ? gprs_odd[rs2_addr[4:1]] : gprs_even[rs2_addr[4:1]];
wire        rd_odd       =  rd_addr[0];
wire        rd_even      = !rd_addr[0];
wire [ 3:0] rd_top       =  rd_addr[4:1];
wire        rd_wen_even  = rd_even && rd_wen;
wire        rd_wen_odd   = (rd_odd || rd_wide) && rd_wen;
wire [31:0] rd_wdata_odd = rd_wide ? rd_wdata_hi : rd_wdata;
genvar i = 0;
generate for(i = 0; i < 16; i = i+1) begin
    if(i == 0) begin
        always @(*) gprs_even[i] = 0;
        always @(posedge clock) if(rd_wen_odd && rd_top == i) begin
            gprs_odd[i] <= rd_wdata_odd;
        end
    end else begin
        always @(posedge clock) if(rd_wen_even && rd_top == i) begin
            gprs_even[i] <= rd_wdata;
        end
        always @(posedge clock) if(rd_wen_odd && rd_top == i) begin
            gprs_odd[i] <= rd_wdata_odd;
        end
    end
end endgenerate
endmodule
module xc_rf_fwd_4 (
input  wire        clock        ,
input  wire        resetn       ,
input  wire [ 4:0] rs1_addr     ,
output wire [31:0] rs1_rdata    ,
input  wire [ 4:0] rs2_addr     ,
output wire [31:0] rs2_rdata    ,
input  wire        fwd_0_wen    ,
input  wire        fwd_0_wide   ,
input  wire [ 4:0] fwd_0_addr   ,
input  wire [31:0] fwd_0_wdata  ,
input  wire [31:0] fwd_0_wdata_hi,
input  wire        fwd_1_wen    ,
input  wire        fwd_1_wide   ,
input  wire [ 4:0] fwd_1_addr   ,
input  wire [31:0] fwd_1_wdata  , 
input  wire [31:0] fwd_1_wdata_hi,
input  wire        rd_wen       ,
input  wire        rd_wide      ,
input  wire [ 4:0] rd_addr      ,
input  wire [31:0] rd_wdata     ,
input  wire [31:0] rd_wdata_hi   
);
wire [31:0] gpr_rs1_rdata  ;
wire [31:0] gpr_rs2_rdata  ;
wire [31:0] fwd_0_d = fwd_0_addr[0] ? fwd_0_wdata_hi : fwd_0_wdata;
wire [31:0] fwd_1_d = fwd_1_addr[0] ? fwd_1_wdata_hi : fwd_1_wdata;
wire [31:0] fwd_gpr = rd_addr   [0] ? rd_wdata_hi    : rd_wdata   ;
wire    fwd_rs1_0 = rs1_addr[4:1] == fwd_0_addr[4:1] && |rs1_addr;
wire    fwd_rs2_0 = rs2_addr[4:1] == fwd_0_addr[4:1] && |rs2_addr;
wire    fwd_rs1_1 = rs1_addr[4:1] == fwd_1_addr[4:1] && |rs1_addr;
wire    fwd_rs2_1 = rs2_addr[4:1] == fwd_1_addr[4:1] && |rs2_addr;
wire    fwd_rs1_g = rs1_addr == rd_addr    && |rs1_addr;
wire    fwd_rs2_g = rs2_addr == rd_addr    && |rs2_addr;
assign rs1_rdata = fwd_rs1_0 ? fwd_0_d          :
                   fwd_rs1_1 ? fwd_1_d          :
                   fwd_rs1_g ? fwd_gpr          :
                               gpr_rs1_rdata    ;
assign rs2_rdata = fwd_rs2_0 ? fwd_0_d          :
                   fwd_rs2_1 ? fwd_1_d          :
                   fwd_rs2_g ? fwd_gpr          :
                               gpr_rs2_rdata    ;
xc_rf_4 i_xc_rf_4(
.clock      (clock          ),
.resetn     (resetn         ),
.rs1_addr   (rs1_addr       ),
.rs1_rdata  (gpr_rs1_rdata  ),
.rs2_addr   (rs2_addr       ),
.rs2_rdata  (gpr_rs2_rdata  ),
.rd_wen     (rd_wen         ),
.rd_wide    (rd_wide        ),
.rd_addr    (rd_addr        ),
.rd_wdata   (rd_wdata       ),
.rd_wdata_hi(rd_wdata_hi    )
);
endmodule
```
==> Slide: Implementation Results <==
Key Metrics from the Run

Routing
  • Vias per cell: approximately 7.6
  • Length of the first detailed-routing pass in iterations: 8
  • DRC viols: 0
  • DRC marker count from the first detailed-route iteration: roughly 5600
  • WL final: ~330 mm
  • Mean routed wirelength per cell: 53.68 um
  • Remaining antenna violation count: 0
  • Via count of the routed design: about 46000

CTS
  • Number of buffers created by CTS: about 110
  • Maximum level of the CTS H-tree: 3
  • Clock Sink Count: 992
  • Master cell of the clock root buffer: sky130_fd_sc_hd__clkbuf_16
  • Total setup buffers inserted after CTS: 0
  • Clock tree from TritonCTS: yes
  • Post-CTS Hold Buffers: 0
  • Post-CTS Resized: 0
  • Number of buffers on the longest clock path: 3
  • Clock transition at the register clock pins on the worst setup and hold paths after CTS: around 0.060 ns

Die
  • Total core area: between 0.1 and 0.15 sq mm
  • Overall chip area: between 0.1 and 0.15 sq mm
  • Boundary Pins: 289
  • Height of the die: between 300 and 400 um
  • Core Util at FP: 40.55%
  • Chip Width: around 360 um
  • Std-Cell Rows: approximately 130

Power
  • Power Total: ~0.0065 W
  • LEAKAGE: 19.81 nW
  • Maximum vdd drop: around 0.085 mV
  • Ratio of total power to cell area: around 110 mW/mm^2

Logic synthesis
  • Tally of unique sky130hd cells used after synthesis: 92
  • FF+latch count, synth: 992
  • Mean cell area of the mapped netlist: 12.86 sq um
  • Cell type with the largest total area: sky130_fd_sc_hd__edfxtp_1
  • Most used flip-flop cell after synthesis: sky130_fd_sc_hd__edfxtp_1
  • Async set-reset flop share out of synthesis: 0%
  • Share of synthesized area occupied by flip-flops and latches: between 50% and 60%
  • Share of Yosys cell area claimed by the top area cell type: between 50 and 60%
  • Number of synthesized flops with an enable pin: ~1000
  • Ys cells: slightly below 4000
  • Synthesized instance count: roughly 3900
  • Post-synthesis chip area from yosys: roughly 0.050 sq mm
  • Largest cells by area: sky130_fd_sc_hd__edfxtp_1, sky130_fd_sc_hd__mux2i_1, sky130_fd_sc_hd__a22oi_1
  • Cell area after technology mapping: 0.05039 sq mm
  • Yosys synthesis warning count: 3

Worst setup path
  • Required time at the endpoint of the critical path: around 13 ns
  • Highest fanout seen on the critical path: around 43
  • Critical path, cell by cell: clkbuf_8 -> buf_4 -> buf_4 -> buf_4 -> nand2b_1 -> buf_4 -> o2bb2ai_1 -> a221oi_1 -> o211ai_1 -> a211oi_1 -> o221ai_1 -> clkdlybuf4s50_1
  • CP max stage delay: about 1.0 ns
  • Endpoint type of the worst setup path: output port
  • CP arrival: slightly below 9 ns
  • Cell type with the highest occurrence count on the critical path: sky130_fd_sc_hd__buf_4
  • Startpoint-to-endpoint class of the critical path: primary input to output port
  • Critical Path Start Type: primary input
  • Slowest cell on the critical path: sky130_fd_sc_hd__a211oi_1

Placement
  • Worst setup timing slack at the placement stage: around 5.0 ns
  • Routability congestion estimate: between 1 and 1.5
  • DPL Wire Length: 213.4 mm
  • Tally of buffers added on design ports: ~280

Cells and area
  • Share of cells above drive strength 1: between 10% and 20%
  • Leading cell types in the layout, fill and taps excluded: sky130_fd_sc_hd__edfxtp_1, sky130_fd_sc_hd__buf_4, sky130_fd_sc_hd__mux2i_1, sky130_fd_sc_hd__clkdlybuf4s50_1, sky130_fd_sc_hd__a22oi_1
  • Synthesis-to-finish area growth: 19.63%
  • Top logic cell by instance count in the layout: sky130_fd_sc_hd__edfxtp_1

Hold path
  • Classification of the worst-slack hold path: primary input to flip-flop
  • Worst Hold Path EP: i_xc_rf_4.gprs_even[7][9]$_DFFE_PP_
  • Startpoint of the most critical hold path: rd_wdata[9]
  • Min-Delay Path Depth: 2

STA
  • Setup repair after global routing missed its margin: no
  • Part of the cycle the worst path needs: 73.46%
  • Slew at the pin closest to its max-slew limit: between 1 and 1.5 ns
  • Worst-case headroom to the max-slew limit: between 10% and 20%
  • Final min period: approximately 12 ns
  • Final hold violations: 0
  • # setup viols final: 0
  • Maximum achievable frequency: approximately 84 MHz
  • Worst-case setup margin in the final layout: 4.327 ns
  • Final slew viol count: 0
  • Final TNS setup: 0 ns

Global route
  • Global-route wire length before repair: roughly 420 mm
  • Aggregate global-route resource usage: between 50% and 60%
  • Final global-route overflow total: 0
  • Initial antenna violation count: 51
  • Number of global-route vias before repair: around 46000
  • Largest net degree at the start of global routing: between 60 and 70

Flow run
  • Stage-log warning count: 30
  • Max_cap viols: 0

Run status
  • Outcome: complete, no violations
==> cell usage after synthesis, types with 36 or more instances <==
cell type / count
sky130_fd_sc_hd__clkbuf_1: 179
sky130_fd_sc_hd__a22oi_1: 263
sky130_fd_sc_hd__a32oi_1: 66
sky130_fd_sc_hd__edfxtp_1: 992
sky130_fd_sc_hd__o211ai_1: 36
sky130_fd_sc_hd__mux2i_1: 296
sky130_fd_sc_hd__nor2_1: 208
sky130_fd_sc_hd__nand2_1: 150
sky130_fd_sc_hd__a221oi_1: 111
sky130_fd_sc_hd__nor3_1: 40
sky130_fd_sc_hd__a21oi_1: 132
sky130_fd_sc_hd__o21ai_0: 171
sky130_fd_sc_hd__mux2_2: 162
sky130_fd_sc_hd__nand3_1: 51
sky130_fd_sc_hd__a31oi_1: 60
sky130_fd_sc_hd__o221ai_1: 68
sky130_fd_sc_hd__a22o_1: 80
sky130_fd_sc_hd__buf_2: 143
sky130_fd_sc_hd__o22ai_1: 112
==> cell type report <==
type	count	area, sq um
Fill cell	10820	64000
Multi-Input combinational cell	2553	19460
Sequential cell	992	29790
Inverter	11	41.29
Timing Repair Buffer	604	5268
Clock buffer	123	2759
Clock inverter	75	748.2
Tap cell	1637	2048
Antenna cell	67	167.7
==> worst max-delay path, delay by kind of cell <==
| kind | cells | cell delay [ns] |
|---|---|---|
| compound gates | 5 | 1.83 |
| buf+inv | 6 | 2.83 |
| simple gates | 1 | 0.66 |
==> layer usage <==
| metal | up-vias | part of all wire (%) | global-route usage, % |
|---|---|---|---|
| met3 | 1602 | 21 | 50.62 |
| met5 | - | 1.2 | 25.37 |
| met1 | 22400 | 29 | 55.20 |
| li1 | 17000 | - | - |
| met4 | 114 | 10 | 41.89 |
| met2 | 5186 | 38 | 65.70 |
==> metrics by stage <==
stage | area, sq um | std cells | hold slack, ns | utilization, %
finish | 60290 | 6062 | 3.302 | 48.51
detailed placement | 56610 | 5797 | 4.065 | 45.55
global route | 60220 | 6036 | 3.333 | 48.45
CTS | 60120 | 5995 | 3.290 | 48.37
floorplan | 50390 | 3920 | 3.359 | -
global placement | 56610 | 5797 | 4.065 | 45.55
==> report_power, final <==
group / internal, W / switching (W) / total, W
registers: 0.00286 / 0.0000188 / 0.00288
logic: 0.000335 / 0.000772 / 0.00111
clock network: 0.00143 / 0.00110 / 0.00253
total: 0.00462 / 0.00189 / 0.00651
==> state kept, by name (all words and copies together), names as in the netlist <==
name,flops
i_xc_rf_4.gprs_odd,512
i_xc_rf_4.gprs_even,480
==> cell families after synthesis <==
logic type | Yosys count | synth area share (%)
muxes | 473 | 10.17
xor gates and xnor gates | 24 | 0.4171
DFF | 992 | 59.11
and+or+nand+nor | 656 | 6.495
AOI/OAI and AO/OA | 1400 | 20.54
buffers and inverters | 375 | 3.265
==> worst max-delay path by stage <==
stage	start	end	slack, ns	cells after the start
5_1_grt	rs2_addr[4]	rs2_rdata[6]	4.55	12
4_1_cts	rs1_addr[3]	rs1_rdata[19]	4.93	12
6_report	rs2_addr[4]	rs2_rdata[6]	4.33	12
Power is estimated from default activity; no workload was simulated.
